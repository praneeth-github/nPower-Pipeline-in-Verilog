**/design/flow/design.v**
```verilog
module Ainvert(A,A1,Ain,A2);
	input A,A1;
	input Ain;
	output A2;
	assign A2 = Ain? A1:A;
endmodule
module ALU(
	input [63:0] A,
	input [63:0] B,
	input [3:0] OP,
	output [63:0] O,
	output Ovf,
	output Zero
	);
	wire [1:0] op;
	wire Ain,Bin,Cin;
	assign Ain = OP[3];
	assign Bin = OP[2];
	assign Cin = OP[2];
	assign op[0] = OP[0];
	assign op[1] = OP[1];
	genvar i;
	wire [64:0] w;
	wire [63:0] Set;
	wire [62:0] w2;
	wire [63:0] of;
	assign w[0] = Cin;
	wire Less;
	assign Less = 0;
	ALU1 top1(A[0],B[0],Ain,Bin,op,w[0],Set[63],w[1],O[0],Set[0],of[0]);
	generate
		for(i=1;i<64;i=i+1)
		begin : gen_loop
			ALU1 top1(A[i],B[i],Ain,Bin,op,w[i],Less,w[i+1],O[i],Set[i],of[i]);
		end
	endgenerate
	assign Ovf = of[63];
	OR or5(O[0],O[1],w2[0]);
	generate
		for(i=1;i<63;i=i+1)
		begin : gen_loop1
			OR or6(w2[i-1],O[i+1],w2[i]);
		end
	endgenerate
	assign Zero = ~w2[62];
endmodule
module AND(
	input A,B,
	output O
	);
	assign O = A & B;
endmodule
module Binvert(B,B1,Bin,B2);
	input B,B1;
	input Bin;
	output B2;
	assign B2 = Bin? B1:B;
endmodule
module FullAdder(
	input A,B,
	input Cin,
	output O3,
	output Cout
	);
	assign O3 = (~A & ~B & Cin) | (~A & B & ~Cin) | (A & ~B & ~Cin) | (A & B & Cin);
	assign Cout = (A | Cin) & (B | Cin) & (A | B);
endmodule
module MUX_ALU(O1,O2,O3,Less,Op,O);
	input O1,O2,O3,Less;
	input [1:0] Op;
	output O;
	reg tmp;
	always @(*)
   begin
		case(Op)
			2'b00:
				tmp = O1;
			2'b01:
				tmp = O2;
			2'b10:
				tmp = O3;
			2'b11:
				tmp = Less;
		endcase
	end
	assign O = tmp;
endmodule
module OR(
	input A,B,
	output O
	);
	assign O = A | B;
endmodule
module Overflow(Cin,Cout,Ovf);
	input Cin,Cout;
	output Ovf;
	assign Ovf = (~Cin & Cout) | (Cin & ~Cout);
endmodule
module ALU1(A,B,Ain,Bin,Op,Cin,Less,Cout,O,Set,Ovf);
	input A,B;
	input Ain,Bin;
	input [1:0] Op;
	input Cin;
	input Less;
	output Cout;
	output O;
	output Set;
	output Ovf;
	wire O1,O2,O3;
	wire A1;
	wire A2;
	assign A1=~A;
	Ainvert ain1(A,A1,Ain,A2);
	wire B1;
	wire B2;
	assign B1=~B;
	Binvert bin1(B,B1,Bin,B2);
	AND and1(A2,B2,O1);
	OR or1(A2,B2,O2);
	FullAdder fulladder1(A2,B2,Cin,O3,Cout);
	MUX_ALU muxalu(O1,O2,O3,Less,Op,O);
	Overflow over1(Cin,Cout,Ovf);
	assign Set = O3;
endmodule
```
**/design/flow/run.sh**
```bash
#!/bin/bash
# OpenROAD 26Q1-2900-gdf79404cd8, Yosys 0.63+post, stock flow scripts
make -C /OpenROAD-flow-scripts/flow DESIGN_CONFIG=/design/flow/config.mk WORK_HOME=/design/flow/orfs finish
```
**/design/flow/config.mk**
```make
export PLATFORM = sky130hd
export DESIGN_NAME = ALU
export DESIGN_NICKNAME = ALU
export VERILOG_FILES = /design/flow/design.v
export SDC_FILE = /design/flow/constraint.sdc
export NUM_CORES = 4
export LEC_CHECK = 1
export CORE_UTILIZATION = 30
```
**/design/flow/constraint.sdc**
```tcl
current_design ALU

set clk_period 31.4
set clk_io_pct 0.2

create_clock -name clk0 -period $clk_period

set non_clock_inputs [all_inputs -no_clocks]
set_input_delay [expr $clk_period * $clk_io_pct] -clock clk0 $non_clock_inputs
set_output_delay [expr $clk_period * $clk_io_pct] -clock clk0 [all_outputs]
```
==> reports/qor.csv <==
metric,value,unit
cp-start-kind,input port,
cts_hold_buf,0,
fillers,3110,
postLayoutCellArea,10800,um^2
critPathKind,input port to primary output,
grt_pass1_vias,9203,
cp-end-kind,primary output,
drt_pass1_iterations,6,
finalHoldViolations,0,
yosys.stat.seqShare,0,
p_leak,3.67,nW
ys_cells,1390,
fp-utilization,0.306,
ir_drop,0.0170,mV
grt_max_degree,58,
n_antenna_cell,0,
tightest_slew,0.925,ns
worstHoldPathType,input port to primary output,
place_area,10800,um^2
period_minus_slack,27.23,ns
fp.dieW,176,um
maxSlewHeadroom,0.381,
syn_area,9100,um^2
crit_start,A[0],
regArea,0,um^2
critPathMostFrequentCell,a21oi_1,
synth.avg_cell_area,6.54,um^2
fin_crit_sh,0.867,
yosys.cell_types.count,82,
io_buffers,198,
warnings,32,
slew_violations,0,
cts_setup_buffers,0,
rsz0062_at_grt,no,
drt_iter0_markers,991,
status,finished clean,
min_from,OP[1],
core,29700,um^2
die_h,176,um
final_antenna_net_count,0,
cts_resized,0,
yosysTopAreaCell,xnor2_1,
slowest_delay,0.61,ns
max_cap_viol_count,0,
synth_warnings,1,
setup-tns-final,0,ns
antenna_found_initial,1,
crit_arrival,20.95,ns
netlist.area_leader.share,0.145,
crit_fanout,14,
grt_pass1_wl,50400,um
drc,0,
drive_above_1_share,0.0381,
io_pins,198,
setup_viol,0,
gp_congestion,0.934,
p_per_area,25.7,nW/um^2
fmax,36.7,MHz
wl_per_cell,17.7,um
syn_to_final_growth,18.3,%
post-dp-hpwl,24600,um
nFlopsAndLatches,0,
die-area,31000,um^2
routed_wl,32500,um
yosys-stat-area,9100,um^2
synthCells,1390,
grt-ovfl-total,0,
rows,63,
avgViaCountPerCell,5.66,
worstPathRequired,25.12,ns
vias,10378,
area_leaders,"xnor2_1 (15%), xor2_1 (10%), buf_4 (6.0%), a21oi_1 (5.8%), o21ai_0 (5.7%)",
clockBufferCount,0,
track_usage,0.205,
crit_slowest_cell,fa_1,
-- path summary, 6_finish.rpt --
kind | end | slack (ns) | cells past startpoint
worst max-delay path | Zero | 4.17 | 49
worst min-delay path | O[63] | 13.58 | 3
-- cell families after synthesis --
kind of cell	after synthesis	synth area share
adder cells (fa/ha/maj)	37	0.0474
multiplexers	19	0.0216
XOR/XNOR	261	0.254
buffers and inverters	177	0.109
AND-OR/OR-AND	475	0.346
AND/OR/NAND/NOR	421	0.222
-- report_power, final --
part	internal [mW]	switching (mW)	total (mW)	leakage, nW
Combinational	0.127	0.150	0.277	3.67
Clock	0	0	0	0
Sequential	0	0	0	0
Total	0.127	0.150	0.277	3.67
-- placed cells by master, fill, tap and decap left out, types with 7 or more instances in the layout --
cell type / n
a21boi_0: 7
nor4_1: 8
nand2b_1: 18
o211ai_1: 21
and3_1: 12
inv_1: 18
o2111ai_1: 7
o21ai_0: 104
nand2_1: 128
o221ai_1: 11
buf_4: 16
a31oi_1: 12
nor2b_1: 12
o311ai_0: 8
o21ai_1: 10
clkdlybuf4s50_1: 194
a22oi_1: 9
o22ai_1: 40
a211oi_1: 17
a21oi_1: 106
a21o_1: 9
o21a_1: 8
nor3_1: 25
xor2_1: 108
a22o_1: 7
maj3_1: 30
a41oi_1: 8
nand3_1: 40
xnor2_1: 151
mux2i_1: 14
nor2_1: 113
nand4_1: 7
a211o_1: 8
or2_2: 11
or3_1: 10
o31ai_1: 10
-- layer usage --
metal	share of wire	GRT usage	vias to the layer above
li1	-	-	5169
met1	0.47	0.307	4787
met2	0.44	0.319	396
met3	0.067	0.0224	26
met4	0.015	0.0330	0
met5	0	0	-
-- Yosys cell counts (11+ instances only) --
| cell type | n |
|---|---|
| a21oi_1 | 106 |
| and3_1 | 12 |
| nand2b_1 | 18 |
| buf_4 | 73 |
| a211oi_1 | 17 |
| nand3_1 | 40 |
| a31oi_1 | 12 |
| nor2b_1 | 12 |
| nand2_1 | 129 |
| mux2i_1 | 14 |
| maj3_1 | 30 |
| nor3_1 | 25 |
| xor2_1 | 108 |
| inv_1 | 18 |
| or2_2 | 11 |
| o211ai_1 | 21 |
| clkbuf_1 | 56 |
| o21ai_0 | 104 |
| buf_2 | 15 |
| o22ai_1 | 40 |
| xnor2_1 | 151 |
| buf_1 | 11 |
| o221ai_1 | 11 |
| nor2_1 | 114 |
-- final cells by class --
| class | count | area (um^2) | share of cell area |
|---|---|---|---|
| repair buffers | 214 | 2090 | 0.195 |
| inverters | 18 | 67.6 | 0.00628 |
| multi-input cells | 1213 | 8120 | 0.754 |
| well taps | 390 | 488 | 0.0453 |
-- stage by stage --
step,util,total power [mW],setup WS (ns),cells,hold slack [ns]
5_1_grt,0.362,0.306,3.21,1835,13.64
2_1_floorplan,-,0.198,5.25,1390,12.87
6_report,0.362,0.277,4.17,1835,13.58
3_5_place_dp,0.362,0.274,4.33,1835,13.57
4_1_cts,0.362,0.276,4.27,1835,13.58
3_3_place_gp,0.362,0.274,4.65,1835,13.56
-- critical path: cells and delay by family --
kind | cells | cell delay, ns
multiplexers | 1 | 0.33
XOR/XNOR | 1 | 0.30
AND-OR/OR-AND | 22 | 4.18
AND/OR/NAND/NOR | 14 | 5.03
buffers and inverters | 4 | 1.43
adder cells (fa/ha/maj) | 7 | 3.39
Power is estimated from default activity; no workload was simulated.

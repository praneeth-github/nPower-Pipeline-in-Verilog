$ cat run.sh
#!/bin/bash
# OpenROAD 26Q1-2900-gdf79404cd8, Yosys 0.63+post, stock flow scripts
make -C /OpenROAD-flow-scripts/flow DESIGN_CONFIG=/design/flow/config.mk WORK_HOME=/design/flow/orfs finish
$ cat config.mk
export PLATFORM = sky130hd
export DESIGN_NAME = MUX_ALUSrc
export DESIGN_NICKNAME = MUX_ALUSrc
export VERILOG_FILES = /design/flow/design.v
export SDC_FILE = /design/flow/constraint.sdc
export NUM_CORES = 4
export LEC_CHECK = 1
export CORE_AREA = 10 10 95 95
export DIE_AREA = 0 0 105 105
$ cat constraint.sdc
current_design MUX_ALUSrc

set clk_period 1.0
set clk_io_pct 0.2

create_clock -name clk0 -period $clk_period

set non_clock_inputs [all_inputs -no_clocks]
set_input_delay [expr $clk_period * $clk_io_pct] -clock clk0 $non_clock_inputs
set_output_delay [expr $clk_period * $clk_io_pct] -clock clk0 [all_outputs]
$ cat design.v
module MUX_ALUSrc(readdata2,immed,ALUSrc,O);
	input [63:0] readdata2;
	input [63:0] immed;
	input ALUSrc;
	output [63:0] O;
	reg [63:0] tmp;
	always @(*)
   begin
		case(ALUSrc)
			1'b0:
				tmp = readdata2;
			1'b1:
				tmp = immed;
		endcase
	end
	assign O = tmp;
endmodule 
==> results.txt <==
fresh numbers from the pnr run: Met1 Wirelength approximately 2.4 mm, CP Launch Type input pin, row count 30, gpl congestion just under 0.8, max layer used met4, Final Hold Vio Count 0, area occupied by registers 0 um2, seq_cells 0, Netlist Area Pre-Place around 1100 um2, most used cell, CP buf_12, placed insts 359, yosys stat chip area 1080 um2, VDD IR-drop max around 0.24 mV, Tcrit/Tclk final 1.22, gr usage total 0.113, Max-Cap Viols 0, unrepaired setup endpoints after global routing true, die height approximately 110 um, Post-Syn Area per Cell between 15 and 20 um2, Finish-stage setup viols roughly 64, DR vias/cell around 3.7, Relative slew margins 0.930, slew at the pin with the worst max-slew slack between 100 and 150 ps, Crit path max-delay family buffers and inverters, Final Slew Violations 0, Die W between 100 and 150 um, Cells after Synth ~71, CP Depth 5, Worst setup endpoint O[13], Crit Path Max Fanout 8, vias in the first global route 1582, share of layout cells above drive strength 1 0.552, Log Warnings 34, final WL 6.97 mm, P per Cell Area roughly 410 nW/um2, DRC 0, Final Power approximately 1.4 mW, Core Util at FP 0.156, Worst EP arrival between 1000 and 1500 ps, post-synthesis cell count from yosys approximately 71, CP required 800 ps, chip area between 10000 and 15000 um2, MI comb area 961 um2, Vias about 1400, register area share after synthesis 0, Hold WS roughly 700 ps, synth cell count leaders 60 x mux2_4, 6 x buf_12, 4 x mux2_2, min cycle time layout 1220 ps, Wirelength per Cell 18.3 um, Crit. End Element output pin, Crit-path slowest cell mux2_4, Pre-antenna DRT Iters 2, remaining antenna violation count 0, Area Growth Syn to Fin 214%, antenna violations before repair 0, # fillers between 600 and 700, num ports 193, Area leader share 0.836, largest net degree at the start of global routing 9, 1st-iter DRT viols 17, crit path from ALUSrc, failing checks negative setup slack, max incr delay on CP roughly 300 ps, Worst Path Buf+Inv 4, YS warnings 1, P_leak 1.87 nW, HPWL after DPL ~6.1 mm, first-pass GRT wire length roughly 9.9 mm, Final Non-Filler Cells between 300 and 400, met2 WL post-DR 4.02 mm, hold crit path type in2out, cells along the critical path buf_16 > buf_12 > buf_12 > mux2_4 > buf_6, final core occ 0.490, Antenna Cells 0, clk_buf instances 0, status finished, violations left, metal3 WL approximately 570 um, Synth cell types 4, count of buffers from port buffering 193, cell taking the most area after synthesis mux2_4, top cells, area mux2_4 84%, buf_12 11%, mux2_2 4.2%, grt ovf 0, fmax roughly 0.8 GHz, most numerous cell in the Yosys netlist mux2_4, core area around 7000 um2, class of the most critical setup path in2out, worst setup margin -222 ps
## tightest hold or removal path, stage by stage
cell            delay [ps]
dlymetal6s2s_1          80
mux2_4                 130
buf_2                   80
## report_power, final
group          total, mW  leakage (nW)  internal, mW  switching [mW]
Sequential             0             0             0               0
Combinational       1.38          1.87          1.08           0.302
Clock                  0             0             0               0
## layout make-up
type / instances / share of cell area
timing repair buffer: 222 / 0.680
multi-input combinational: 64 / 0.284
tap: 96 / 0.0355
## worst min path at each step
stage                 start    end  slack, ps  cells after the start
global route   readdata2[6]   O[6]        700                      3
finish            immed[63]  O[63]        700                      3
CTS           readdata2[37]  O[37]        800                      3
## layout by cell type, fill, tap and decap left out, drive strengths merged
cell type and count:
buf 94, clkdlybuf4s50 73, dlygate4sd2 27, dlymetal6s2s 28, mux2 64
## metrics by stage
stage | TNS, ps | area [um2] | worst slack (ps)
after floorplan | 0 | 1080 | 2.55
after global placement | -31920 | 3090 | -518
after detailed placement | -32050 | 3090 | -525
after CTS | -12310 | 3230 | -235
after global routing | -12170 | 3380 | -248
final | -10850 | 3380 | -222
## kinds of logic after synthesis
family / count (synthesis) / share of synthesized area
buffers and inverters: 7 / 0.122
multiplexers: 64 / 0.878
## timing repair
item / 4_1_cts / 5_1_grt
endpoints found under the setup margin: 64 / 64
resized: 274 / 47
hold buffers: 0 / 0
gates cloned: 3 / 0
hold endpoints to repair: 0 / 0
setup buffers: 19 / 3
## routing by layer
| metal | global-route usage | vias up |
|---|---|---|
| met2 | 0.229 | 79 |
| met5 | 0 | - |
| li1 | - | 700 |
| met1 | 0.113 | 636 |
| met4 | 0.00392 | 0 |
| met3 | 0.0379 | 2 |
Power and IR drop assume default switching activity.
